[flow/run.sh]
#!/bin/bash
# OpenROAD 26Q1-2900-gdf79404cd8, Yosys 0.63+post, stock flow scripts
make -C /OpenROAD-flow-scripts/flow DESIGN_CONFIG=/design/flow/config.mk WORK_HOME=/design/flow/orfs finish
[flow/config.mk]
export PLATFORM = sky130hd
export DESIGN_NAME = Letters
export DESIGN_NICKNAME = Letters
export VERILOG_FILES = /design/flow/design.v
export SDC_FILE = /design/flow/constraint.sdc
export NUM_CORES = 4
export LEC_CHECK = 1
export CORE_AREA = 10 10 99 99
export DIE_AREA = 0 0 109 109
[flow/constraint.sdc]
current_design Letters

set clk_period 3.7
set clk_io_pct 0.2

create_clock -name clk0 -period $clk_period [get_ports {clk}]

set non_clock_inputs [all_inputs -no_clocks]
set_input_delay [expr $clk_period * $clk_io_pct] -clock clk0 $non_clock_inputs
set_output_delay [expr $clk_period * $clk_io_pct] -clock clk0 [all_outputs]
[flow/design.v]
`timescale 1ns / 1ps
module Letters(
input clk,
input reset,
   output reg [6:0] seg,        
 output reg [7:0] digit) ;      
parameter A=7'b000_1000;
parameter B=7'b000_0000;
parameter C=7'b011_0001;
parameter D=7'b000_0001;
parameter E=7'b110_0000;
parameter F=7'b011_1000;
parameter G=7'b010_0000;
parameter H=7'b100_1000;
parameter I=7'b100_1111;
parameter J=7'b100_0111;
parameter K=7'b111_0000;
parameter L=7'b111_0001;
parameter M=7'b000_1001;
parameter N=7'b000_1001;
parameter O=7'b000_0001;
parameter P=7'b001_1000;
parameter Q=7'b000_1001;
parameter R=7'b001_0000;
parameter S=7'b010_0100;
parameter T=7'b011_1001;
parameter U=7'b100_0001;
parameter V=7'b100_0001;
parameter W=7'b100_0000;
parameter X=7'b100_1000;
parameter Y=7'b100_1100;
parameter Z=7'b001_0010;
parameter OFF=7'b111_1111;
    reg [3:0] digit_select;      
    reg [16:0] digit_timer;      
    reg [64:0] overall_timer;    
    always @(posedge clk or posedge reset)
    begin
        if(reset)
         begin
            digit_select <= 0; 
            digit_timer <= 0; 
            overall_timer <= 0; 
        end
        else if(digit_timer == 99_999)
            begin          
                digit_timer <= 0;                    
                digit_select <=  digit_select + 1;
                           end
            else
            begin
                digit_timer <=  digit_timer + 1;
                 end
    end
 always@(posedge clk)
 begin
 overall_timer <=  overall_timer + 1;
 end
always @(*)
           begin
            case(digit_select) 
                3'b000 : digit = 8'b1111_1110;    
                3'b001 : digit = 8'b1111_1101;    
                3'b010 : digit = 8'b1111_1011;    
                3'b011 : digit = 8'b1111_0111;    
                3'b100 : digit = 8'b1110_1111;    
                3'b101 : digit = 8'b1101_1111;    
                3'b110 : digit = 8'b1011_1111;    
                3'b111 : digit = 8'b0111_1111;    
            endcase
        end
 task t1;
 begin
           case(digit_select)
               3'b000 : begin       
                           seg=H;
                       end
                3'b001 : begin       
                   seg=S;
                      end
           3'b010 : begin       
                      seg=I;
               end
               3'b011 : begin       
                   seg=N;
               end
           3'b100 : begin       
                   seg=A;
               end
               3'b101 : begin       
                                  seg=T;
              end
              default: begin
              seg=OFF;
              end
              endcase
end
endtask
 task t2;
begin
           case(digit_select)
               3'b000 : begin       
                           seg=T;
                       end
                3'b001 : begin       
                   seg=R;
                      end
           3'b010 : begin       
                      seg=A;
               end
               3'b011 : begin       
                   seg=H;
               end
           3'b100 : begin       
                   seg=D;
               end
               3'b101 : begin       
                                  seg=D;
              end
              3'b110: begin
              seg=I;
              end
              3'b111: begin
              seg=S;
              end
              endcase
end
endtask
   task t3;
   begin
           case(digit_select)
               3'b000 : begin       
                           seg=H;
                       end
                3'b001 : begin       
                           seg=S;
                      end
           3'b010 : begin       
                           seg=A;
               end
               3'b011 : begin       
                           seg=K;
               end
           3'b100 : begin       
                           seg=A;
               end
               3'b101 : begin       
                           seg=OFF;
              end
              3'b110: begin
                           seg=OFF;
              end
              3'b111: begin
                           seg=OFF;
              end
              endcase
              end
              endtask
task t4;
begin
           case(digit_select)
               3'b000 : begin       
                           seg=I;
                       end
                3'b001 : begin       
                           seg=L;
                      end
           3'b010 : begin       
                           seg=A;
               end
               3'b011 : begin       
                           seg=Y;
               end
           3'b100 : begin       
                           seg=A;
               end
               3'b101 : begin       
                           seg=S;
              end
              3'b110: begin
                           seg=OFF;
              end
              3'b111: begin
                           seg=OFF;
              end
              endcase
              end
endtask
task t5;
begin
           case(digit_select)
               3'b000 : begin       
                           seg=I;
                       end
                3'b001 : begin       
                           seg=V;
                      end
           3'b010 : begin       
                           seg=N;
               end
               3'b011 : begin       
                           seg=A;
               end
           3'b100 : begin       
                           seg=M;
               end
               3'b101 : begin       
                           seg=OFF;
              end
              3'b110: begin
                           seg=OFF;
              end
              3'b111: begin
                           seg=OFF;
              end
              endcase
              end
endtask
task t6;
begin
           case(digit_select)
               3'b000 : begin       
                           seg=H;
                       end
                3'b001 : begin       
                           seg=S;
                      end
           3'b010 : begin       
                           seg=K;
               end
               3'b011 : begin       
                           seg=A;
               end
           3'b100 : begin       
                           seg=D;
               end
               3'b101 : begin       
                           seg=I;
              end
              3'b110: begin
                           seg=H;
              end
              3'b111: begin
                           seg=C;
              end
              endcase
              end
endtask
task t7;
begin
           case(digit_select)
               3'b000 : begin       
                           seg=I;
                       end
                3'b001 : begin       
                           seg=T;
                      end
           3'b010 : begin       
                           seg=I;
               end
               3'b011 : begin       
                           seg=R;
               end
           3'b100 : begin       
                           seg=M;
               end
               3'b101 : begin       
                           seg=S;
              end
              3'b110: begin
                           seg=OFF;
              end
              3'b111: begin
                           seg=OFF;
              end
              endcase
              end
              endtask
            always@(posedge clk)
              begin
              if(overall_timer<100000000)
              t1;
              else if(overall_timer>=100000000 && overall_timer<200000000 )
              t2;
              else if(overall_timer>=200000000 && overall_timer<300000000 )
              t3;
              else if(overall_timer>=300000000 && overall_timer<400000000 )
              t4;
              else if(overall_timer>=400000000 && overall_timer<500000000 )
              t5;
              else if(overall_timer>=500000000 && overall_timer<600000000 )
              t6;
              else 
              t7;
              end
endmodule
==> reports/metrics.csv <==
metric,value,unit
RD Place Congestion,0.810,
maximum clock rate,557,MHz
ANT cells,0,
worst-skew pair later-pin latency,0.27,ns
VDD IR max,0.125,mV
endpoints left unconstrained,16,
Max Clock Skew,0.00522,ns
setup TNS,0,ns
chip width,109,um
antenna violation net count after detailed routing,0,
vias in the first global route,998,
endpoints failing hold,0,
"Reg clk slew, reported paths",0.09,ns
Top-area cell share,35.5,%
drt pass-1 iters,4,
power share of the sequential group,59.1,%
worst slew pin tran,0.742,ns
main flop type,dfrtp_1,
slew margin rel.,50.5,%
placed cell areas,1750,sq um
ys flops,36,
biggest area cells,"dfrtp_1, dfxtp_1, dlxtn_1, xnor2_1, nor2_1",
hpwl dp,1.89,mm
"slowest stage delay, CP",0.46,ns
Pint,0.423,mW
Psw,0.0922,mW
clk buf depth,2,
DRC viols,0,
synth warn,131,
Post-Syn Instances,145,
Crit Path Category,reg -> out,
fin crit period,1.79,ns
final instance area,1820,sq um
1st-iter DRT viols,18,
GR Overflow Total,0,
DR WL/cell,9.80,um
first-pass GRT wire length,4.42,mm
CP max-delay cell,clkdlybuf4s50_1,
DRT Wirelength,2.58,mm
# Cells Yosys,145,
share of power burned in combinational logic,1.0,%
Yosys chip area,1480,sq um
endpoints failing setup,0,
num rows,32,
Vias/cell,3.94,
initial antenna violation count,0,
CTS buffer count,3,
Setup crit end kind,output port,
unrepaired setup endpoints after global routing,false,
CTS tree,built,
r2r setup slk,2.02,ns
IO Pins,17,
# hold bufs at CTS,0,
register pins left without a clock,8,
"Largest delay share family, worst path",buffers and inverters,
dpl ws,1.99,ns
crit path launch type,flip-flop,
cell taking the most area after synthesis,dfrtp_1,
largest net degree at the start of global routing,22,
pwr dens,283,nW/um^2
cycle use final,48.5,%
Setup Buffers After CTS,0,
CP Data Arrival Time,1.05,ns
Lkg Pwr,0.810,nW
clock power share,39.9,%
CP bufs+invs,1,
count of library flops with an enable pin,0,
switching part of the total,17.9,%
die area,11900,sq um
Slew Limit Fails,0,
Syn-to-layout area delta,22.7,%
CP cell instances,clkdlybuf4s50_1,
Tool Warnings,28,
GRT Util Overall,4.24,%
number of gates resized after cts,0,
Initial Utilization,19.2,%
layout cells sized above 1,5.59,%
average size of a mapped cell,10.2,sq um
Hold WC Path Type,reg -> reg,
FILL cells,818,
CTS Root Cell,clkbuf_8,
Core Box Area,7730,sq um
utilization after layout,23.5,%
# H-tree levels,1,
Synth cell types,34,
DR vias,1037,
die height,109,um
top cells by count,"dfrtp_1, nor2_1, nand3_1, xnor2_1, inv_1",
number of buffers added on ports,16,
Crit path required time,2.96,ns
max-cap viol count,0,
Yosys top cell by instances,dfrtp_1,
Setup WS post-layout,1.91,ns
CP Max Fanout,1,
asr flop ratio synth,58.3,%
Syn Std Cell Area,1480,sq um
outcome,completed,
sequential cells by signal, indices dropped and copies added, names as in the netlist:
register	cells
digit_timer	17
seg	7
digit_select	4
digit	8
worst paths after layout:
| kind | from | end | cells after the start |
|---|---|---|---|
| min in group asynchronous | reset | digit_timer[14] | 2 |
| max in group asynchronous | reset | digit_timer[1] | 2 |
| worst max-delay path | seg[2] | seg[2] | 1 |
| worst min register to register | digit_timer[0] | digit_timer[0] | 1 |
| worst max register to register | digit_timer[0] | digit_timer[7] | 5 |
| worst min-delay path | digit_timer[0] | digit_timer[0] | 1 |
cell families after synthesis:
group / Yosys count / share of synthesized area [%]
AND-OR/OR-AND: 8 / 3.21
XOR/XNOR: 16 / 9.46
adder cells (fa/ha/maj): 5 / 4.22
buffers and inverters: 13 / 3.46
flip-flops: 28 / 44.9
latches: 8 / 8.11
multiplexers: 2 / 1.44
AND/OR/NAND/NOR: 65 / 25.2
cell type report:
cell class | count | area [sq um] | area share, %
flip-flops and latches | 36 | 786 | 43.2
multi-input cells | 96 | 644 | 35.4
repair buffers | 16 | 160 | 8.81
well taps | 102 | 128 | 7.02
clock buffers | 4 | 66.3 | 3.65
inverters | 9 | 33.8 | 1.86
layer usage:
layer	track usage, %	vias up	part of all wire [%]
met4	0.847	0	1.4
met1	5.81	498	50
li1	-	519	-
met5	0	-	0
met2	7.33	18	45
met3	0.179	2	3.6
layout by cell type (no fill, tap or decap), types with 2 or more instances in the layout:
master,n
nand3b_1,2
dfrtp_1,21
xnor2_1,10
nand2_1,6
nor2_1,20
a21oi_1,3
inv_1,9
and3_1,3
or4_1,3
dfxtp_1,7
xor2_1,6
nor2b_1,2
ha_1,5
nand3_1,10
clkdlybuf4s50_1,16
dlxtn_1,8
nand4_1,5
nor3_1,4
clkbuf_8,3
and4_1,2
o21ai_0,2
through the flow:
| stage | instances | hold slack [ns] | power, mW |
|---|---|---|---|
| 2_1_floorplan | 145 | 0.455 | 0.314 |
| 3_3_place_gp | 259 | 0.471 | 0.316 |
| 3_5_place_dp | 259 | 0.482 | 0.316 |
| 4_1_cts | 263 | 0.495 | 0.520 |
| 5_1_grt | 263 | 0.503 | 0.532 |
| 6_report | 263 | 0.490 | 0.515 |
power by group through the flow:
| stage | clock (mW) | sequential [mW] | combinational (mW) |
|---|---|---|---|
| after CTS | 0.210 | 0.305 | 0.00546 |
| after global routing | 0.221 | 0.305 | 0.00628 |
| final | 0.206 | 0.305 | 0.00510 |
Power is estimated from default activity; no workload was simulated.
