**design/flow/design.v**
```verilog
`timescale 1ns / 1ps
module digits(
    input clk_10Hz,
    input reset,
    output reg [3:0] ones,
    output reg [3:0] tens,
    output reg [3:0] hundreds,
    output reg [3:0] thousands
    );
    always @(posedge clk_10Hz or posedge reset)
        if(reset)
            ones <= 0;
        else
        begin
            if(ones == 9)
                ones <= 0;
            else
                ones <= ones + 1;
        end
    always @(posedge clk_10Hz or posedge reset)
        if(reset)
            tens <= 0;
        else
        begin
            if(ones == 9)
            begin
                if(tens == 9)
                    tens <= 0;
                else
                    tens <= tens + 1;
             end
        end
    always @(posedge clk_10Hz or posedge reset)
        if(reset)
            hundreds <= 0;
        else
        begin
            if(tens == 9 && ones == 9)
            begin
                if(hundreds == 9)
                    hundreds <= 0;
                else
                    hundreds <= hundreds + 1;
            end
        end
    always @(posedge clk_10Hz or posedge reset)
        if(reset)
            thousands <= 0;
        else
        begin
            if(hundreds == 9 && tens == 9 && ones == 9)
            begin
                if(thousands == 9)
                    thousands <= 0;
                else
                    thousands <= thousands + 1;
            end
        end
endmodule
`timescale 1ns / 1ps
module seg7_control(
    input clk_100MHz,
    input reset,
    input [3:0] ones,
    input [3:0] tens,
    input [3:0] hundreds,
    input [3:0] thousands,
    output reg [0:6] seg,        
    output reg [3:0] digit       
    );
    parameter ZERO  = 7'b000_0001;   
    parameter ONE   = 7'b100_1111;   
    parameter TWO   = 7'b001_0010;   
    parameter THREE = 7'b000_0110;   
    parameter FOUR  = 7'b100_1100;   
    parameter FIVE  = 7'b010_0100;   
    parameter SIX   = 7'b010_0000;   
    parameter SEVEN = 7'b000_1111;   
    parameter EIGHT = 7'b000_0000;   
    parameter NINE  = 7'b000_0100;   
    reg [1:0] digit_select;      
    reg [16:0] digit_timer;      
    always @(posedge clk_100MHz or posedge reset) begin
        if(reset) begin
            digit_select <= 0; 
            digit_timer <= 0; 
        end
        else                                         
            if(digit_timer == 99_999) begin          
                digit_timer <= 0;                    
                digit_select <=  digit_select + 1;
            end
            else
                digit_timer <=  digit_timer + 1;
    end
    always @(digit_select) begin
        case(digit_select) 
            2'b00 : digit = 4'b1110;    
            2'b01 : digit = 4'b1101;    
            2'b10 : digit = 4'b1011;    
            2'b11 : digit = 4'b0111;    
        endcase
    end
    always @*
        case(digit_select)
            2'b00 : begin        
                        case(ones)
                            4'b0000 : seg = ZERO;
                            4'b0001 : seg = ONE;
                            4'b0010 : seg = TWO;
                            4'b0011 : seg = THREE;
                            4'b0100 : seg = FOUR;
                            4'b0101 : seg = FIVE;
                            4'b0110 : seg = SIX;
                            4'b0111 : seg = SEVEN;
                            4'b1000 : seg = EIGHT;
                            4'b1001 : seg = NINE;
                        endcase
                    end
            2'b01 : begin        
                        case(tens)
                            4'b0000 : seg = ZERO;
                            4'b0001 : seg = ONE;
                            4'b0010 : seg = TWO;
                            4'b0011 : seg = THREE;
                            4'b0100 : seg = FOUR;
                            4'b0101 : seg = FIVE;
                            4'b0110 : seg = SIX;
                            4'b0111 : seg = SEVEN;
                            4'b1000 : seg = EIGHT;
                            4'b1001 : seg = NINE;
                        endcase
                    end
            2'b10 : begin        
                        case(hundreds)
                            4'b0000 : seg = ZERO;
                            4'b0001 : seg = ONE;
                            4'b0010 : seg = TWO;
                            4'b0011 : seg = THREE;
                            4'b0100 : seg = FOUR;
                            4'b0101 : seg = FIVE;
                            4'b0110 : seg = SIX;
                            4'b0111 : seg = SEVEN;
                            4'b1000 : seg = EIGHT;
                            4'b1001 : seg = NINE;
                        endcase
                    end
            2'b11 : begin        
                        case(thousands)
                            4'b0000 : seg = ZERO;
                            4'b0001 : seg = ONE;
                            4'b0010 : seg = TWO;
                            4'b0011 : seg = THREE;
                            4'b0100 : seg = FOUR;
                            4'b0101 : seg = FIVE;
                            4'b0110 : seg = SIX;
                            4'b0111 : seg = SEVEN;
                            4'b1000 : seg = EIGHT;
                            4'b1001 : seg = NINE;
                        endcase
                    end
        endcase
endmodule
 `timescale 1ns / 1ps
module top(
    input clk_100MHz,        
    input reset,             
    output [0:6] seg,        
    output [3:0] digit       
    );
    wire w_10Hz;
    wire [3:0] w_1s, w_10s, w_100s, w_1000s;
    tenHz_gen hz10(.clk_100MHz(clk_100MHz), .reset(reset), .clk_10Hz(w_10Hz));
    digits digs(.clk_10Hz(w_10Hz), .reset(reset), .ones(w_1s), 
                .tens(w_10s), .hundreds(w_100s), .thousands(w_1000s));
    seg7_control seg7(.clk_100MHz(clk_100MHz), .reset(reset), .ones(w_1s), .tens(w_10s),
                      .hundreds(w_100s), .thousands(w_1000s), .seg(seg), .digit(digit));
endmodule
`timescale 1ns / 1ps
module tenHz_gen(
    input clk_100MHz,
    input reset,
    output clk_10Hz
    );
    reg [22:0] ctr_reg = 0;  
    reg clk_out_reg = 0; 
    always @(posedge clk_100MHz or posedge reset)
        if(reset) begin
            ctr_reg <= 0;
            clk_out_reg <= 0;
        end
        else
            if(ctr_reg == 4_999_999) begin   
                ctr_reg <= 0;
                clk_out_reg <= ~clk_out_reg;
            end
            else
                ctr_reg <= ctr_reg + 1;
    assign clk_10Hz = clk_out_reg;
endmodule
```
**design/flow/run.sh**
```bash
#!/bin/bash
# OpenROAD 26Q1-2900-gdf79404cd8, Yosys 0.63+post, stock flow scripts
make -C /OpenROAD-flow-scripts/flow DESIGN_CONFIG=/design/flow/config.mk WORK_HOME=/design/flow/orfs finish
```
**design/flow/config.mk**
```make
export PLATFORM = sky130hd
export DESIGN_NAME = top
export DESIGN_NICKNAME = top
export VERILOG_FILES = /design/flow/design.v
export SDC_FILE = /design/flow/constraint.sdc
export NUM_CORES = 4
export LEC_CHECK = 1
export CORE_UTILIZATION = 30
```
**design/flow/constraint.sdc**
```tcl
current_design top

set clk_period 4.1
set clk_io_pct 0.2

create_clock -name clk0 -period $clk_period [get_ports {clk_100MHz}]

set non_clock_inputs [all_inputs -no_clocks]
set_input_delay [expr $clk_period * $clk_io_pct] -clock clk0 $non_clock_inputs
set_output_delay [expr $clk_period * $clk_io_pct] -clock clk0 [all_outputs]
```
==> deck_impl_summary.md <==
Key Metrics from the Run

Status
  – Status: finished, final reports clean

Yosys
  – Main flop type: dfrtp_1
  – Mean Syn Cell Area: 9.37 sq um
  – Cell Type Count: 52
  – EDFF count, synth: 0
  – Largest area contributor in the netlist: dfrtp_1
  – Syn Inst Count: 379
  – Async S/R FF share, synth: 89.4%
  – Dominant cell area share: 41.6%
  – YS chip area: 3550 sq um
  – Yosys warning total: 3
  – Netlist Area Pre-Place: 3550 sq um
  – Cells in synth_stat.txt: 379
  – Yosys reg bits: 66
  – Top cells, area: dfrtp_1, xnor2_1, xor2_1

Global routing
  – Largest net degree at the start of global routing: 33
  – Global Route met2 Usage: 17.4%
  – Routing usage on met3: 1.11%
  – Met1 Use GR: 17.7%
  – Vias in the first global route: 2497
  – GR peak layer: met1
  – GRT Util Overall: 11.1%
  – Antenna violations before repair: 0
  – Global-route wire length before repair: 11500 microns
  – GRT overflow: 0

Critical path
  – Setup CP Type: register to output port
  – Max stage delay on crit path: 0.43 ns
  – WP data arrival: 1.92 ns
  – Crit path launch type: register
  – Most common cell type on the critical path: inv_1
  – Crit Path Max Fanout: 12
  – Nature of the critical path endpoint: output port
  – WP data required: 3.28 ns
  – Worst path cell trace: inv_1 > ha_1 > inv_1 > clkdlybuf4s50_1
  – Critical path's slowest cell: dfrtp_1

Placement
  – Placed cells: 516
  – Detail Placement HPWL: 4570 microns
  – I/O Buffers: 12
  – Placer Congestion: 0.861

Layout
  – Final Non-Filler Cells: 524
  – Fillers: 1131
  – Max FFs per register: 23
  – Layout cells sized above 1: 5.25%
  – P&R area growth vs syn: 10.8%

Floorplan
  – # rows: 39
  – Num ports: 13
  – Initial Util: 31.0%
  – Die area: 12300 sq um
  – Die X: 111 microns
  – Core Area: 11500 sq um
  – Die height: 111 microns

Route
  – Via count: 2599
  – DRT iter0 DRCs: 88
  – Vias per cell: 4.96
  – Final antenna-violating net count: 0
  – Ant. Diodes: 0
  – DR WL/cell: 12.0 microns
  – DRT Wirelength: 6260 microns
  – Drt drc: 0
  – Drt pass-1 iters: 5

Clock tree
  – # hold bufs at CTS: 0
  – TritonCTS Buffers: 5
  – Postcts setup bufs: 0
  – CTS resizes: 0
  – Worst-path clk slew: 0.06 ns
  – Clock root buffer: clkbuf_16
  – H-tree Lvls: 2
  – TritonCTS clock tree: done
  – Clk latency late pin: 0.28 ns
  – Max clock buf depth: 2

Final timing
  – Post-route setup TNS: 0 ns
  – Skew final: 0.00439 ns
  – Post-route minimum period: 2.74 ns
  – Final hold violations: 0
  – Final Max Tran Viols: 0
  – Rel. slew slack: 41.7%
  – Register pins left without a clock: 23
  – Final worst-path cycle share: 66.7%
  – Setup violations, final: 0
  – Maximum operating frequency: 366 MHz
  – Endpoints left unconstrained: 30
  – Worst-margin pin slew: 0.862 ns
  – Unrepaired setup endpoints after global routing: false

Job
  – Stage-log warning count: 31
  – Max-cap violations: 0

Pwr
  – Leakage: 1.58 nW
  – PD cells: 208 nW/um^2
  – Worst vdd ir: 0.000225 V

Hold path
  – HP Class: register to register
-- cell families (layout without fill, tap and decap cells) --
logic type	after synthesis	in the layout	synth area share (%)
simple gates	153	153	24.0
compound gates	63	63	11.7
flops	59	59	41.6
xor+xnor	47	47	11.6
buf+inv	38	40	4.05
fa+ha+maj	9	9	3.17
latches	7	7	2.96
mux	3	3	0.916
-- cells in the final DEF, fill, tap and decap left out, types with 7 or more instances in the layout --
cell / count
o21ai_0: 11
nand3_1: 18
nor2_1: 30
ha_1: 9
nand2_1: 25
clkdlybuf4s50_1: 12
dfrtp_1: 59
nand2b_1: 10
xor2_1: 16
nand4_1: 8
a21oi_1: 18
xnor2_1: 31
or3_1: 8
nor2b_1: 11
dlxtn_1: 7
inv_1: 17
-- final cells by class --
cell class / count / area (sq um) / share of cell area [%]
tap: 143 / 179 / 4.55
multi-input combinational: 275 / 1830 / 46.4
sequential: 66 / 1580 / 40.2
inverter: 18 / 67.6 / 1.72
timing repair buffer: 14 / 135 / 3.43
clock inverter: 3 / 20.0 / 0.509
clock buffer: 5 / 125 / 3.18
-- power breakdown --
group / internal (mW) / switching (mW) / total [mW]
combinational: 0.00153 / 0.0109 / 0.0125
sequential: 0.424 / 0 / 0.424
clock: 0.224 / 0.156 / 0.380
-- path summary, 6_finish.rpt --
path | startpoint | to | slack, ns | depth (start not counted)
hold / removal | hz10.ctr_reg[0] | hz10.ctr_reg[0] | 0.48 | 1
setup reg to reg | seg7.digit_timer[0] | seg7.digit_select[1] | 1.91 | 5
hold reg to reg | hz10.ctr_reg[0] | hz10.ctr_reg[0] | 0.48 | 1
setup / recovery | seg7.digit_select[0] | digit[0] | 1.36 | 4
min in group asynchronous | reset | hz10.ctr_reg[7] | 0.92 | 2
max in group asynchronous | reset | seg7.digit_timer[14] | 2.38 | 3
-- synth_stat cells (4+ instances only) --
master    count
dfrtp_1      59
xnor2_1      31
nor2_1       30
nand2_1      25
clkbuf_1     19
a21oi_1      18
inv_1        18
nand3_1      18
xor2_1       16
nor2b_1      11
o21ai_0      11
nand2b_1     10
ha_1          9
nand4_1       8
or3_1         8
dlxtn_1       7
nor3_1        6
nor4_1        6
o31ai_1       6
or4_1         6
and4_1        4
o211ai_1      4
o22ai_1       4
-- through the flow --
stage / setup WS (ns) / util (%) / power, mW / hold WS [ns] / instance area [sq um]
floorplan: 1.82 / - / 0.441 / 0.450 / 3550
global placement: 1.71 / 33.0 / 0.446 / 0.467 / 3790
detailed placement: 1.66 / 33.0 / 0.446 / 0.476 / 3790
CTS: 1.35 / 34.3 / 0.832 / 0.484 / 3940
global route: 1.21 / 34.3 / 0.846 / 0.505 / 3940
finish: 1.36 / 34.3 / 0.817 / 0.484 / 3940
-- layer usage --
layer | vias up | wire, microns
met4 | 0 | 55
met5 | - | 0
met2 | 34 | 2750
met1 | 1229 | 3280
met3 | 6 | 178
li1 | 1330 | -
-- worst max-delay path, delay by kind of cell (launching register included) --
kind,cells,cell delay [ns]
buffers and inverters,3,0.77
adder cells (fa/ha/maj),1,0.43
flip-flops,1,0.43
Power figures rest on the tool's default switching activity, not on a simulated workload.
